<file path="run.sh">
#!/bin/bash
# OpenROAD 26Q1-2900-gdf79404cd8, Yosys 0.63+post, stock flow scripts
make -C /OpenROAD-flow-scripts/flow DESIGN_CONFIG=/design/flow/config.mk WORK_HOME=/design/flow/orfs finish
</file>
<file path="config.mk">
export PLATFORM = sky130hd
export DESIGN_NAME = fsm2dut
export DESIGN_NICKNAME = fsm2dut
export VERILOG_FILES = /design/flow/design.v
export SDC_FILE = /design/flow/constraint.sdc
export NUM_CORES = 4
export LEC_CHECK = 1
export CORE_AREA = 10 10 96 96
export DIE_AREA = 0 0 106 106
</file>
<file path="constraint.sdc">
current_design fsm2dut

set clk_period 3.6
set clk_io_pct 0.2

create_clock -name clk0 -period $clk_period [get_ports {clk}]

set non_clock_inputs [all_inputs -no_clocks]
set_input_delay [expr $clk_period * $clk_io_pct] -clock clk0 $non_clock_inputs
set_output_delay [expr $clk_period * $clk_io_pct] -clock clk0 [all_outputs]
</file>
<file path="design.v">
`timescale 1ns / 1ps
module fsm2dut(
input clk,
input arst,
input [15:0]s_data,
input s_valid,
input s_last,
output s_ready,
input [7:0]s_keep,
output  reg [15:0] m_data,
output reg m_valid,
output reg m_last,
input  m_ready,
output reg [7:0]m_keep,
input rd_en,
input [11:0]block_len,
output reg last
    );
    reg [11:0]n=0;reg [6:0]temp,temp1,temp2,tem;
    reg [3:0]fifo[128:0];reg[11:0]count; 
    reg [6:0]wr_ptr,rd_ptr;
    reg [3:0]state,next_state;
    parameter s0=3'd0,s1=3'd1,s2=3'd2,s3=3'd3,s4=3'd4,idle=3'd5;
    assign s_ready=m_ready;
    always@(posedge clk)
    begin
    if(~arst) begin
    wr_ptr<=0;rd_ptr<=0;count<=0;
    state<=idle;end
    else
    state<=next_state;
    end
    always@(posedge clk)
    begin
    case(state)
    idle:begin
           next_state=s0;
        end
    s0:begin
          if(s_valid & s_ready)
          begin
            if(s_keep==7'd0)
            next_state=s0;
            else if(s_keep==7'd4)
            next_state=s1;
            else if(s_keep==7'd8)
            next_state=s2;
            else if(s_keep==7'd12)
            next_state=s3;
            else if(s_keep==7'd16)
            next_state=s4;
          end
        end
     s1:begin
           if(s_valid & s_ready)
              begin
                if(s_keep==7'd0)
                next_state=s0;
                else if(s_keep==7'd4)
                next_state=s1;
                else if(s_keep==7'd8)
                next_state=s2;
                else if(s_keep==7'd12)
                next_state=s3;
                else if(s_keep==7'd16)
                next_state=s4;
              end
        end
     s2:begin
          if(s_valid & s_ready)
             begin
               if(s_keep==7'd0)
                 next_state=s0;
                 else if(s_keep==7'd4)
                  next_state=s1;
                  else if(s_keep==7'd8)
                  next_state=s2;
                  else if(s_keep==7'd12)
                   next_state=s3;
                   else if(s_keep==7'd16)
                  next_state=s4;
               end
         end
   s3:begin
     if(s_valid & s_ready)
          begin
            if(s_keep==7'd0)
            next_state=s0;
            else if(s_keep==7'd4)
            next_state=s1;
            else if(s_keep==7'd8)
            next_state=s2;
            else if(s_keep==7'd12)
            next_state=s3;
            else if(s_keep==7'd16)
            next_state=s4;
          end 
          end      
    s4:begin
    if(s_valid & s_ready)
              begin
                if(s_keep==7'd0)
                next_state=s0;
                else if(s_keep==7'd4)
                next_state=s1;
                else if(s_keep==7'd8)
                next_state=s2;
                else if(s_keep==7'd12)
                next_state=s3;
                else if(s_keep==7'd16)
                next_state=s4;
              end
       end          
    endcase
    end
    always@(posedge clk)
    begin
    case(next_state)
    s0:begin
        wr_ptr<=0;
       end
    s1:begin
       fifo[wr_ptr]<=s_data[3:0];
       wr_ptr<=wr_ptr+1;   
       end
    s2:begin
       fifo[wr_ptr]<=s_data[3:0];
       fifo[wr_ptr+1]<=s_data[7:4];
       wr_ptr<=wr_ptr+2;
       end
    s3:begin
       fifo[wr_ptr]<=s_data[3:0];
       fifo[wr_ptr+1]<=s_data[7:4];
       fifo[wr_ptr+2]<=s_data[12:8];
       wr_ptr<=wr_ptr+3;
       end
    s4:begin
          fifo[wr_ptr]<=s_data[3:0];
           fifo[wr_ptr+1]<=s_data[7:4];
           fifo[wr_ptr+2]<=s_data[11:8];
           fifo[wr_ptr+3]<=s_data[15:12];
           wr_ptr<=wr_ptr+4;
       end
    endcase
    end
    always@(posedge clk)
    begin
    case(next_state)
    s0:tem=0;
    s1:tem=1;
    s2:tem=2;
    s3:tem=3;
    s4:tem=4;
    endcase
    end
     always@(posedge clk)
        begin
             if(s_last==1)
               begin
                 temp<=wr_ptr;
                 temp1<=wr_ptr+tem-1;
                 temp2<=rd_ptr;
               end
        end
        always@(posedge clk)
          begin
            if(rd_en & m_ready)
              begin
                 if(temp==rd_ptr ) 
                    begin
                       m_data={{fifo[rd_ptr+3]},{fifo[rd_ptr+2]},{fifo[rd_ptr+1]},{fifo[rd_ptr]}};
                       rd_ptr<=rd_ptr+4;
                       m_keep<=7'd16;
                       m_valid<=1;
                       m_last=1; 
                       count=0;
                    end
               else if(temp==rd_ptr+1)
                    begin
                        m_data<={{4'b0},{4'b0},{4'b0},{fifo[rd_ptr]}};
                        rd_ptr<=rd_ptr+1;
                        m_keep<=7'd4;
                        m_valid<=1;m_last=1;
                         temp=0;  
                        count=0;      
                    end
              else if(temp==rd_ptr+2)
                   begin
                       m_data<={{4'b0},{4'b0},{fifo[rd_ptr+1]},{fifo[rd_ptr]}};
                       rd_ptr<=rd_ptr+2;
                       m_keep<=7'd8;
                       m_valid<=1;
                       m_last=1; 
                       temp=0; 
                       count=0; 
                  end
             else if(temp==rd_ptr+3)
                   begin          
                      m_data<={{4'b0},{fifo[rd_ptr+2]},{fifo[rd_ptr+1]},{fifo[rd_ptr]}};
                      rd_ptr<=rd_ptr+3;
                      m_keep<=7'd12;
                      m_valid<=1;
                      m_last=1; 
                       temp=0; 
                      count=0; 
                   end 
            else
                   begin 
                       if(count+4==block_len)
                       begin
                          m_data<={{4'b0},{4'b0},{4'b0},{fifo[rd_ptr]}};
                          rd_ptr<=rd_ptr+1;
                          m_keep<=7'd4;
                          m_valid<=1;
                          count<=0;
                         last<=1; 
                       end
                       else if(count+8==block_len)
                                              begin
                                                 m_data<={{4'b0},{4'b0},{fifo[rd_ptr+1]},{fifo[rd_ptr]}};
                                                 rd_ptr<=rd_ptr+2;
                                                 m_keep<=7'd8;
                                                 m_valid<=1;
                                                 count<=0;
                                                last<=1; 
                                              end
                        else if(count+12==block_len)
                            begin
                                  m_data<={{4'b0},{fifo[rd_ptr+2]},{fifo[rd_ptr+1]},{fifo[rd_ptr]}};
                                  rd_ptr<=rd_ptr+3;
                                  m_keep<=7'd12;
                                  m_valid<=1;
                                  count<=0;
                                   last<=1; 
                                                                    end
                       else if(count<block_len)
                                              begin
                                              m_data<={{fifo[rd_ptr+3],{fifo[rd_ptr+2]},{fifo[rd_ptr+1]},{fifo[rd_ptr]}}};
                                              rd_ptr<=rd_ptr+4;
                                              m_keep<=7'd16;
                                              m_valid<=1;
                                              m_last=0;
                                              count=count+16;
                                              end
                       if(count<block_len)
                       last=0;
                       else
                       begin
                       last=1;
                       end
                   end
        end
        else
                begin
                m_data=0;
                m_valid=0;
                m_last=0;
                m_keep=0;
                last=0;
                end
        end
endmodule
</file>
==> reports/metrics.yaml <==
global_routing:
  grt_usage_pct: 5.120
  antenna_found_initial: 0
  grt_max_degree: 20
  grt_overflow: 0
  grt_pass1_vias: 858
  grt_pass1_wl_mm: 4.574
cells_and_area:
  syn_to_final_growth_pct: 48.09
  design_area_sq_um: 1938
  drive_gt1_share_pct: 6.294
  n_fill_cell: 781
floorplan:
  core_sq_um: 7214
  die_x_um: 106
  ios: 70
  initial_core_util_pct: 18.14
  die.size.y_um: 106
  die-area_sq_um: 11240
  rows: 31
logic_synthesis:
  synth_flops: 39
  avgSynthCellArea_sq_um: 14.23
  top_area_cell: "edfxtp_1"
  synth_seq_share_pct: 74.19
  syn_area_sq_um: 1309
  ys_types: 18
  ys_area_sq_um: 1309
  topCellsByArea: "edfxtp_1 (44%), dfxtp_1 (31%), and3_1 (8.6%)"
  postSynthCellCount: 92
  synth_warnings: 67
  synth_top_area_share_pct: 43.59
  yosys_cells: 92
worst_setup_path:
  path_delay_family: "buffers and inverters"
  cp.required_ns: 2.88
  crit_buf_inv: 3
  critPathMaxFanout: 19
  cp.arrival_ns: 1.91
  critPathKind: "primary input to primary output"
  endpoint_kind: "primary output"
  worstPathCellList: "clkdlybuf4s50_1, buf_4, clkdlybuf4s50_1"
  critical_path.max_stage_delay_ns: 0.51
  slowest_stage: "clkdlybuf4s50_1"
  cp_common_cell: "clkdlybuf4s50_1"
  cp-start-kind: "primary input"
clock_network:
  cts_sinks: 39
  clk_pin_slew_ns: 0.07
  tritoncts: "built"
  cts_setup_buffers: 0
  cts_buffers: 5
  postCtsHoldBufs: 0
  clk-insertion-delay-late_ns: 0.29
  cts_buffer_depth: 2
  cts_resized: 0
  htree_levels: 2
  cts-root-buf: "clkbuf_8"
final_timing:
  min_period_ns: 2.629
  timing.final.max_slew_violations: 0
  rsz0062_at_grt: "no"
  worst_pin_slew_ns: 0.6110
  finalClockSkew_ns: 0.008349
  setup_viol: 0
  slew_headroom_pct: 58.84
  setup_tns_ns: 0
  final_hold_viol_count: 0
  fmax_mhz: 380.4
  min_period_over_period_pct: 73.03
route:
  drt-pass1-iter-count: 2
  antenna_left: 0
  drc: 0
  antennaDiodeCount: 0
  drt_iter0_markers: 32
  via_per_inst: 3.260
  drt_wl_total_mm: 2.863
  wire_per_inst_um: 11.83
  vias: 789
outcome:
  outcome: "complete, no violations"
pwr:
  p_per_area_nw_per_um2: 452.0
  vdd_ir_drop_max_uv: 118.0
  leakage_nw: 0.7567
job:
  maxCapViolations: 0
  warning_count: 38
placed_design:
  dpl.hpwl_mm: 2.240
  portBuffers: 48
  gp_congestion: 0.6704
  placed_area_sq_um: 1857
min_path:
  min_path_type: "register to register"
cell type report:
type | count | area (sq um) | share of cell area (%)
multi-input combinational | 44 | 262.8 | 13.56
tap | 99 | 123.9 | 6.391
clock inverter | 2 | 8.758 | 0.4519
sequential | 39 | 970.9 | 50.10
timing repair buffer | 49 | 488.0 | 25.18
inverter | 3 | 11.26 | 0.5810
clock buffer | 6 | 72.57 | 3.744
layout by cell type (no fill, tap or decap):
| cell type | instances |
|---|---|
| buf_4 | 1 |
| dfxtp_1 | 20 |
| conb_1 | 8 |
| clkinv_1 | 1 |
| clkinv_2 | 1 |
| clkbuf_1 | 1 |
| o21ai_0 | 3 |
| nor2_1 | 2 |
| edfxtp_1 | 19 |
| nand2_1 | 2 |
| inv_1 | 3 |
| a221oi_1 | 1 |
| nor3b_2 | 1 |
| clkbuf_8 | 5 |
| nand2b_1 | 2 |
| nor4_2 | 1 |
| nand3b_1 | 2 |
| xnor2_1 | 1 |
| and3_1 | 18 |
| clkdlybuf4s50_1 | 48 |
| and2_1 | 2 |
| a22oi_1 | 1 |
final timing paths:
check | start | to | slack, ns | cells past startpoint
worst max-delay path | m_ready | s_ready | 0.97 | 3
worst min-delay path | fifo[3][3] | m_data[15] | 0.48 | 1
worst max register to register | next_state[2] | fifo[1][0] | 2.24 | 1
worst min register to register | fifo[3][3] | m_data[15] | 0.48 | 1
layer usage:
metal / track usage (%) / share of wire (%) / routed length [um] / up-vias
li1: - / - / - / 402
met1: 5.910 / 42 / 1202 / 347
met2: 8.525 / 48 / 1360 / 34
met3: 2.691 / 8.9 / 254 / 6
met4: 0.6770 / 1.6 / 46 / 0
met5: 0 / 0 / 0 / -
flip-flops by register name, summed over array words and instances, names as in the netlist:
name,flops
state,3
fifo,16
next_state,3
m_valid,1
m_data,16
cell families (layout without fill, tap and decap cells):
family | count (synthesis) | in the layout | synth area share [%]
compound gates | 5 | 5 | 2.390
flops | 39 | 39 | 74.19
xor+xnor | 1 | 1 | 0.6693
other cells | 1 | 8 | 0.2865
buf+inv | 16 | 60 | 7.744
simple gates | 30 | 30 | 14.72
Yosys cell counts (all sizes together):
| cell type | instances |
|---|---|
| dfxtp | 20 |
| a221oi | 1 |
| o21ai | 3 |
| nand2 | 2 |
| nand2b | 2 |
| clkbuf | 2 |
| conb | 1 |
| buf | 11 |
| nor2 | 2 |
| a22oi | 1 |
| nand3b | 2 |
| nor3b | 1 |
| and2 | 2 |
| nor4 | 1 |
| xnor2 | 1 |
| edfxtp | 19 |
| and3 | 18 |
| inv | 3 |
stage by stage:
stage / setup WS (ns) / hold slack (ns) / instances / util [%] / total power (W)
global route: 0.8983 / 0.4966 / 242 / 26.86 / 0.0009235
global placement: 0.9574 / 0.4606 / 234 / 25.74 / 0.0006123
floorplan: 1.750 / 0.4545 / 99 / - / 0.0005546
CTS: 0.9577 / 0.4800 / 242 / 26.86 / 0.0008950
detailed placement: 0.9526 / 0.4648 / 234 / 25.74 / 0.0006139
finish: 0.9709 / 0.4796 / 242 / 26.86 / 0.0008760
report_power, final:
part / leakage, nW / switching (W) / internal, W
logic: 0.368 / 0.0000303 / 0.0000565
registers: 0.346 / 0.0000101 / 0.000504
clock network: 0.0426 / 0.000142 / 0.000133
total: 0.757 / 0.000182 / 0.000694
Power and IR drop assume default switching activity.
