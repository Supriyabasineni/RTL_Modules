**flow/run.sh**
```bash
#!/bin/bash
# OpenROAD 26Q1-2900-gdf79404cd8, Yosys 0.63+post, stock flow scripts
make -C /OpenROAD-flow-scripts/flow DESIGN_CONFIG=/design/flow/config.mk WORK_HOME=/design/flow/orfs finish
```
**flow/config.mk**
```make
export PLATFORM = sky130hd
export DESIGN_NAME = fsm2
export DESIGN_NICKNAME = fsm2
export VERILOG_FILES = /design/flow/design.v
export SDC_FILE = /design/flow/constraint.sdc
export NUM_CORES = 4
export LEC_CHECK = 1
export CORE_UTILIZATION = 30
```
**flow/constraint.sdc**
```tcl
current_design fsm2

set clk_period 3.6
set clk_io_pct 0.2

create_clock -name clk0 -period $clk_period [get_ports {clk}]

set non_clock_inputs [all_inputs -no_clocks]
set_input_delay [expr $clk_period * $clk_io_pct] -clock clk0 $non_clock_inputs
set_output_delay [expr $clk_period * $clk_io_pct] -clock clk0 [all_outputs]
```
**flow/design.v**
```verilog
`timescale 1ns / 1ps
module fsm2(
input clk,
input arst,
input [15:0]s_data,
input s_valid,
input s_last,
output s_ready,
input [7:0]s_keep,
output  reg [15:0] m_data,
output reg m_valid,
output reg m_last,
input  m_ready,
output reg [7:0]m_keep,
input rd_en,input [11:0]k,
output reg last
    );
    reg [11:0]n=0;reg [6:0]temp,temp1,temp2,tem;
    reg [3:0]fifo[128:0];reg[11:0]count; 
    reg [6:0]wr_ptr,rd_ptr;
    reg [3:0]state,next_state;
    parameter s0=3'd0,s1=3'd1,s2=3'd2,s3=3'd3,s4=3'd4,idle=3'd5;
    assign s_ready=m_ready;
    always@(posedge clk)
    begin
    if(~arst) begin
    wr_ptr<=0;rd_ptr<=0;count<=0;
    state<=idle;end
    else
    state<=next_state;
    end
    always@(posedge clk)
    begin
    case(state)
    idle:begin
           next_state=s0;
        end
    s0:begin
          if(s_valid & s_ready)
          begin
            if(s_keep==7'd0)
            next_state=s0;
            else if(s_keep==7'd4)
            next_state=s1;
            else if(s_keep==7'd8)
            next_state=s2;
            else if(s_keep==7'd12)
            next_state=s3;
            else if(s_keep==7'd16)
            next_state=s4;
          end
        end
     s1:begin
           if(s_valid & s_ready)
              begin
                if(s_keep==7'd0)
                next_state=s0;
                else if(s_keep==7'd4)
                next_state=s1;
                else if(s_keep==7'd8)
                next_state=s2;
                else if(s_keep==7'd12)
                next_state=s3;
                else if(s_keep==7'd16)
                next_state=s4;
              end
        end
     s2:begin
          if(s_valid & s_ready)
             begin
               if(s_keep==7'd0)
                 next_state=s0;
                 else if(s_keep==7'd4)
                  next_state=s1;
                  else if(s_keep==7'd8)
                  next_state=s2;
                  else if(s_keep==7'd12)
                   next_state=s3;
                   else if(s_keep==7'd16)
                  next_state=s4;
               end
         end
   s3:begin
     if(s_valid & s_ready)
          begin
            if(s_keep==7'd0)
            next_state=s0;
            else if(s_keep==7'd4)
            next_state=s1;
            else if(s_keep==7'd8)
            next_state=s2;
            else if(s_keep==7'd12)
            next_state=s3;
            else if(s_keep==7'd16)
            next_state=s4;
          end 
          end      
    s4:begin
    if(s_valid & s_ready)
              begin
                if(s_keep==7'd0)
                next_state=s0;
                else if(s_keep==7'd4)
                next_state=s1;
                else if(s_keep==7'd8)
                next_state=s2;
                else if(s_keep==7'd12)
                next_state=s3;
                else if(s_keep==7'd16)
                next_state=s4;
              end
       end          
    endcase
    end
    always@(posedge clk)
    begin
    case(next_state)
    s0:begin
        wr_ptr<=0;
       end
    s1:begin
       fifo[wr_ptr]<=s_data[3:0];
       wr_ptr<=wr_ptr+1;   
       end
    s2:begin
       fifo[wr_ptr]<=s_data[3:0];
       fifo[wr_ptr+1]<=s_data[7:4];
       wr_ptr<=wr_ptr+2;
       end
    s3:begin
       fifo[wr_ptr]<=s_data[3:0];
       fifo[wr_ptr+1]<=s_data[7:4];
       fifo[wr_ptr+2]<=s_data[12:8];
       wr_ptr<=wr_ptr+3;
       end
    s4:begin
          fifo[wr_ptr]<=s_data[3:0];
           fifo[wr_ptr+1]<=s_data[7:4];
           fifo[wr_ptr+2]<=s_data[11:8];
           fifo[wr_ptr+3]<=s_data[15:12];
           wr_ptr<=wr_ptr+4;
       end
    endcase
    end
    always@(posedge clk)
    begin
    case(next_state)
    s0:tem=0;
    s1:tem=1;
    s2:tem=2;
    s3:tem=3;
    s4:tem=4;
    endcase
    end
     always@(posedge clk)
        begin
             if(s_last==1)
               begin
                 temp<=wr_ptr;
                 temp1<=wr_ptr+tem-1;
                 temp2<=rd_ptr;
               end
        end
        always@(posedge clk)
          begin
            if(rd_en & m_ready)
              begin
                 if(temp==rd_ptr ) 
                    begin
                       m_data={{fifo[rd_ptr+3]},{fifo[rd_ptr+2]},{fifo[rd_ptr+1]},{fifo[rd_ptr]}};
                       rd_ptr<=rd_ptr+4;
                       m_keep<=7'd16;
                       m_valid<=1;
                       m_last=1; 
                       count=0;
                    end
               else if(temp==rd_ptr+1)
                    begin
                        m_data<={{4'b0},{4'b0},{4'b0},{fifo[rd_ptr]}};
                        rd_ptr<=rd_ptr+1;
                        m_keep<=7'd4;
                        m_valid<=1;m_last=1;
                         temp=0;  
                        count=0;      
                    end
              else if(temp==rd_ptr+2)
                   begin
                       m_data<={{4'b0},{4'b0},{fifo[rd_ptr+1]},{fifo[rd_ptr]}};
                       rd_ptr<=rd_ptr+2;
                       m_keep<=7'd8;
                       m_valid<=1;
                       m_last=1; 
                       temp=0; 
                       count=0; 
                  end
             else if(temp==rd_ptr+3)
                   begin          
                      m_data<={{4'b0},{fifo[rd_ptr+2]},{fifo[rd_ptr+1]},{fifo[rd_ptr]}};
                      rd_ptr<=rd_ptr+3;
                      m_keep<=7'd12;
                      m_valid<=1;
                      m_last=1; 
                       temp=0; 
                      count=0; 
                   end 
            else
                   begin 
                       if(count+4==k)
                       begin
                          m_data<={{4'b0},{4'b0},{4'b0},{fifo[rd_ptr]}};
                          rd_ptr<=rd_ptr+1;
                          m_keep<=7'd4;
                          m_valid<=1;
                          count<=0;
                         last<=1; 
                       end
                       else if(count+8==k)
                                              begin
                                                 m_data<={{4'b0},{4'b0},{fifo[rd_ptr+1]},{fifo[rd_ptr]}};
                                                 rd_ptr<=rd_ptr+2;
                                                 m_keep<=7'd8;
                                                 m_valid<=1;
                                                 count<=0;
                                                last<=1; 
                                              end
                        else if(count+12==k)
                            begin
                                                                       m_data<={{4'b0},{fifo[rd_ptr+2]},{fifo[rd_ptr+1]},{fifo[rd_ptr]}};
                                                                       rd_ptr<=rd_ptr+3;
                                                                       m_keep<=7'd12;
                                                                       m_valid<=1;
                                                                       count<=0;
                                                                      last<=1; 
                                                                    end
                       else if(count<k)
                                              begin
                                              m_data<={{fifo[rd_ptr+3],{fifo[rd_ptr+2]},{fifo[rd_ptr+1]},{fifo[rd_ptr]}}};
                                              rd_ptr<=rd_ptr+4;
                                              m_keep<=7'd16;
                                              m_valid<=1;
                                              m_last=0;
                                              count=count+16;
                                              end
                       if(count<k)
                       last=0;
                       else
                       begin
                       last=1;
                       end
                   end
        end
        else
                begin
                m_data=0;
                m_valid=0;
                m_last=0;
                m_keep=0;
                last=0;
                end
        end
endmodule
```
==> out/qor.yml <==
top_area_cell: "edfxtp_1"
fp.dieW_um: 68.1
cp_common_cell: "clkdlybuf4s50_1"
clock-sinks: 39
num_vias: 798
cts_tree: "done"
crit_buf_inv: 2
cp_top_family: "buffers and inverters"
grt_use_met3_pct: 3.89
post_cts_buffers: 0
vias_per_cell: 4.16
cpMaxStageDelayCell: "clkdlybuf4s50_1"
path_max_fanout: 2
syn2layout_area_growth_pct: 43.9
drt-initial-drc-count: 69
fp_util_pct: 32.0
wl_um: 2050
drive_above_1_share_pct: 7.04
ys_seq_share_pct: 74.2
crit_arrival_ps: 1650
slew_viol_final: 0
cts_hold_buffers: 0
tool_warnings: 38
worstSkewPairLatency_ps: 280
dp_hpwl_um: 1500
antenna_left: 0
setup_viol: 0
synthTopCellsByArea: "edfxtp_1 44%, dfxtp_1 31%, and3_1 8.6%"
path_cells: "clkdlybuf4s50_1 -> clkdlybuf4s50_1"
outcome: "completed"
grt_pass1_wl_um: 3170
drv_cap: 0
grt-ovfl-total: 0
top_cell_area_share_pct: 43.6
syn_inst: 92
yosysWarnings: 67
gr-usage-met1_pct: 12.9
ys_cells: 92
finalPower_uw: 879
grt_max_degree: 19
htreeDepth: 2
min_period_ps: 2370
numPortBuffers: 48
endpoint_kind: "primary output"
finalHoldViolCount: 0
ctsLongestPathBuffers: 2
drc: 0
dieHeight_um: 68.1
power_leakage_nw: 0.761
max_stage_delay_ps: 470
crit_required_ps: 2880
max_freq_mhz: 421
fin_crit_sh_pct: 65.9
relSlewSlack_pct: 60.1
n_antenna_cell: 0
gp_congestion: 0.862
grt_use_met2_pct: 16.3
antenna_found_initial: 0
synth_cell_types: 18
cts_resized: 0
ys_area_mm2: 0.00131
netlist_area_mm2: 0.00131
path_clk_slew_ps: 60
core-area_mm2: 0.00409
track_usage_pct: 9.95
syn_avg_cell_area_um2: 14.2
cts_made_buffers: 5
grt_pass1_vias: 699
dieArea_mm2: 0.00463
worstSetupPathType: "in2out"
crit_path_start_kind: "primary input"
ir_worst_vdd_mv: 0.222
worst_pin_slew_ps: 592
powerDensity_mw_per_mm2: 467
top_usage_layer: "met2"
ys_seq_elements: 39
hp-class: "reg2reg"
cts_root_buf: "clkbuf_8"
rsz0062_at_grt: "false"
io_pins: 70
rows: 23
setup_tns_ps: 0
worst_clock_skew_ps: 2.45
dr.pass1.iters: 4
wl_per_cell_um: 10.7
==> synthesized netlist by cell type <==
cell      instances
xnor2_1           1
dfxtp_1          20
nand2b_1          2
edfxtp_1         19
conb_1            1
nor3b_2           1
nor4_2            1
a22oi_1           1
and2_1            2
buf_4            11
and3_1           18
o21ai_0           3
clkbuf_1          2
nor2_1            2
nand2_1           2
inv_1             3
a221oi_1          1
nand3b_1          2
==> final timing paths <==
path                                  from             to  slack, ps  cells after the start
worst max register to register    state[2]  next_state[1]       2240                      2
worst max-delay path               m_ready        s_ready       1230                      2
worst min-delay path            fifo[1][3]      m_data[7]        480                      1
worst min register to register  fifo[1][3]      m_data[7]        480                      1
==> area by class of cell <==
| type | instances | area (um2) |
|---|---|---|
| Fill cell | 364 | 2200 |
| Sequential cell | 39 | 971 |
| Timing Repair Buffer | 49 | 488 |
| Multi-Input combinational cell | 44 | 263 |
| Clock buffer | 6 | 82.6 |
| Tap cell | 50 | 62.6 |
| Inverter | 3 | 11.3 |
| Clock inverter | 1 | 5.00 |
==> placed cells by master, fill, tap and decap left out, drive strengths merged, types with 3 or more instances in the layout <==
| master | instances |
|---|---|
| conb | 8 |
| dfxtp | 20 |
| clkbuf | 6 |
| and3 | 18 |
| o21ai | 3 |
| clkdlybuf4s50 | 48 |
| edfxtp | 19 |
| inv | 3 |
==> registers in the layout, indices dropped and copies added (netlist names) <==
signal and cells:
fifo 16, m_data 16, next_state 3, state 3
m_valid 1
==> power by group <==
part	internal (mW)	switching, mW	total, mW
registers	0.504	0.0106	0.515
logic	0.0564	0.0283	0.0847
clock network	0.150	0.130	0.280
total	0.711	0.168	0.879
==> logic make-up (layout without fill, tap and decap cells) <==
family,after synthesis,count (layout),share of synthesized area [%]
AOI/OAI and AO/OA,5,5,2.39
xor gates and xnor gates,1,1,0.669
buffers and inverters,16,59,7.74
DFF,39,39,74.2
other,1,8,0.287
and+or+nand+nor,30,30,14.7
==> stage by stage <==
step	instance area, um2	std cells	utilization, %	setup slack, ps	hold WS, ps
floorplan	1340	99	-	1750	454
global placement	1800	185	43.9	1220	460
detailed placement	1800	185	43.9	1190	467
CTS	1880	192	46.1	1220	482
global route	1880	192	46.1	1190	494
finish	1880	192	46.1	1230	480
==> routing by layer <==
metal  part of all wire (%)  wire length [um]
met4                    1.1                22
met3                    7.7               157
met5                      0                 0
met1                     43               883
met2                     48               986
Power and IR drop assume default switching activity.
